==> design/flow/design.v <==
module add16(
    input [31:0] a,
    input [31:0] b,
    output [31:0] sum
);
    wire [15:0] sh, sl;
    wire cout_h, cout_l;
    add16_m add16_m1(
        .a(a[15:0]),
        .b(b[15:0]),
        .cin(1'b0),
        .sum(sl),
        .cout(cout_l)
    );
    add16_m add16_m2(
        .a(a[31:16]),
        .b(b[31:16]),
        .cin(cout_l),
        .sum(sh),
        .cout(cout_h)
    );
    assign sum = {sh, sl};
endmodule
module add16_m(
    input wire [15:0] a, b,
    input wire cin,
    output wire [15:0] sum,
    output wire cout
);
    wire [15:0]carry;
    genvar i;
    generate
        for(i = 0 ; i < 16 ; i=i+1) begin : adder_loop
            if(i == 0) begin
                add_1bit add1(a[i], b[i], cin, sum[i], carry[i]);
            end else begin
                add_1bit add1(a[i], b[i], carry[i-1], sum[i], carry[i]);
            end
        end
        assign cout = carry[15];
    endgenerate
endmodule
module add_1bit(
    input a, b, cin,
    output sum, cout
);
    assign sum = a ^ b ^ cin;
    assign cout = (a & b) | (b & cin) | (a & cin);
endmodule
==> design/flow/run.sh <==
#!/bin/bash
# OpenROAD 26Q1-2900-gdf79404cd8, Yosys 0.63+post, stock flow scripts
make -C /OpenROAD-flow-scripts/flow DESIGN_CONFIG=/design/flow/config.mk WORK_HOME=/design/flow/orfs finish
==> design/flow/config.mk <==
export PLATFORM = sky130hd
export DESIGN_NAME = add16
export DESIGN_NICKNAME = add16
export VERILOG_FILES = /design/flow/design.v
export SDC_FILE = /design/flow/constraint.sdc
export NUM_CORES = 4
export LEC_CHECK = 1
export CORE_AREA = 10 10 113 113
export DIE_AREA = 0 0 123 123
==> design/flow/constraint.sdc <==
current_design add16

set clk_period 15.5
set clk_io_pct 0.2

create_clock -name clk0 -period $clk_period

set non_clock_inputs [all_inputs -no_clocks]
set_input_delay [expr $clk_period * $clk_io_pct] -clock clk0 $non_clock_inputs
set_output_delay [expr $clk_period * $clk_io_pct] -clock clk0 [all_outputs]
==> flow_summary.toml <==
# physical design summary
[worst_setup_path]
critPathKind = "input port to primary output"
critPathMaxStageDelay_ns = 0.38
required_ns = 12.40
critPathMaxFanout = 1
cp.arrival_ns = 14.23
crit_path_end_kind = "primary output"
crit_path_start = "b[0]"
cp-endpoint = "sum[31]"
slowest_stage = "fa_2"
crit_path_start_kind = "input port"
crit_top_cell = "fa_2"

[synth]
yosysWarningCount = 0
yosysTopAreaCellShare_pct = 68.5
ys_cells = 64
ys_top_cells_by_area = "fa_1 68%, buf_4 27%, xor3_1 2.7%, ha_1 1.4%"
synth_area_per_cell_um2 = 13.7
synth_cell_type_count = 4
syn-cell-area_um2 = 877
postSynthSeqShare_pct = 0
syn-instance-count = 64
synth_chip_area_um2 = 877
top_area_cell = "fa_1"

[global_route]
grt-ovfl-total = 0
grt_pass1_wl_um = 4950
grt_max_degree = 2
antenna_found_initial = 0
grt_pass1_vias = 906
track_usage_pct = 4.15

[sta]
fmax_mhz = 57.7
setup_viol = 7
finalHoldViolations = 0
grt_setup_unrepaired = "true"
slew_headroom_pct = 90.1
setup_tns_ns = -7.41
min_period_over_period_pct = 112
min_period_ns = 17.33
fin_ws_ns = -1.83
tightest_slew_ns = 0.149
slew_violations = 0

[routing]
firstDrtPassIters = 2
drtIter0Drc = 4
drt_wl_total_um = 3280
route.detailed.drc = 0
routed_via_density = 2.69
via_count = 711
routedWlPerCell_um = 12.4
ant_nets = 0
num_antenna_cells = 0

[floorplan]
io_pins = 96
chipHeight_um = 123
core-area_mm2 = 0.0103
row_count = 37
dieArea_mm2 = 0.0151
fp_util_pct = 8.50
fp.dieW_um = 123

[layout]
regArea_um2 = 0
logic_area_um2 = 724
fill_cells = 1124
layout-drive-gt1-share_pct = 32.8
syn_to_final_growth_pct = 106
fin_util_pct = 17.5
n_clock_buffer = 0
seq_cell_count = 0

[run]
cap_viol_max_count = 0
log.warning_count = 35

[status]
violations = "negative setup slack"
status = "finished with violations"

[worst_hold_path]
min_from = "a[0]"
worstHoldPathType = "input port to primary output"

[pwr]
peakVddDrop_mv = 0.0133
p_leak_uw = 0.000602
cellPowerDensity_mw_per_mm2 = 35.7

[place]
port-buffer-count = 96
dp_hpwl_um = 3230
gp_congestion = 0.864

[clock_tree]
postCtsSetupBuffers = 0
[worst max-delay path: cells and delay by family]
| kind | cells | cell delay (ns) |
|---|---|---|
| xor gates and xnor gates | 1 | 0.18 |
| buffers and inverters | 2 | 0.22 |
| adders and majority gates | 31 | 10.69 |
[placed cells by master (no fill, tap or decap)]
cell and count:
clkdlybuf4s50_1 82, fa_2 30, dlygate4sd2_1 3, ha_4 1, buf_2 9, buf_6 2, xor3_1 1
[cell type report]
type | count | area share (%)
timing repair buffer | 96 | 50.6
multi-input combinational | 32 | 40.0
tap | 136 | 9.41
[report_power, final]
part / internal [uW] / switching, uW
clock network: 0 / 0
logic: 46.7 / 17.9
registers: 0 / 0
[metal layers]
layer / vias to the layer above / track usage (%) / routed length (um)
met5: - / 0 / 0
met4: 0 / 0 / 0
met3: 0 / 3.42 / 861
met2: 97 / 6.33 / 1140
met1: 324 / 4.72 / 1280
li1: 290 / - / -
[synth_stat cells (all sizes together)]
cell type  count
ha             1
xor3           1
buf           32
fa            30
[stage by stage]
stage               cells  power (uW)  hold slack, ns  setup slack [ns]  area (um^2)
global route          264        74.5            6.88             -2.12         1810
global placement      264        72.3            7.21             -2.70         1850
detailed placement    264        72.3            7.21             -2.73         1850
floorplan              64        34.7            6.37             -1.50          962
CTS                   264        68.3            6.86             -2.73         1810
finish                264        64.6            6.85             -1.83         1810
[worst min-delay path by stage]
| stage | to | slack, ns | depth (start not counted) |
|---|---|---|---|
| 4_1_cts | sum[0] | 6.86 | 3 |
| 5_1_grt | sum[0] | 6.88 | 3 |
| 6_report | sum[0] | 6.85 | 3 |
[repair_timing]
| item | CTS | global route |
|---|---|---|
| resized | 41 | 0 |
| setup endpoints to repair | 9 | 9 |
| pin swaps | 32 | 27 |
| hold buffers | 0 | 0 |
[kinds of logic after synthesis]
family                     Yosys count  share of synthesized area, %
xor gates and xnor gates             1                          2.71
buffers and inverters               32                          27.4
adders and majority gates           31                          69.9
Power and IR drop assume default switching activity.
