==> run.sh <==
#!/bin/bash
# OpenROAD 26Q1-2900-gdf79404cd8, Yosys 0.63+post, stock flow scripts
make -C /OpenROAD-flow-scripts/flow DESIGN_CONFIG=/design/flow/config.mk WORK_HOME=/design/flow/orfs finish
==> config.mk <==
export PLATFORM = sky130hd
export DESIGN_NAME = traff_GPT_hint
export DESIGN_NICKNAME = traff_GPT_hint
export VERILOG_FILES = /design/flow/design.v
export SDC_FILE = /design/flow/constraint.sdc
export NUM_CORES = 4
export LEC_CHECK = 1
export CORE_AREA = 10 10 112 112
export DIE_AREA = 0 0 122 122
==> constraint.sdc <==
current_design traff_GPT_hint

set clk_period 6.3
set clk_io_pct 0.2

create_clock -name clk0 -period $clk_period [get_ports {clk}]

set non_clock_inputs [all_inputs -no_clocks]
set_input_delay [expr $clk_period * $clk_io_pct] -clock clk0 $non_clock_inputs
set_output_delay [expr $clk_period * $clk_io_pct] -clock clk0 [all_outputs]
==> design.v <==
module traff_GPT_hint (
    input wire clk,             
    input wire rst_n,           
    input wire en,              
    output reg red_light,
    output reg yellow_light,
    output reg green_light,
    output reg [15:0] display_led   
);
    parameter CLK_FREQ = 10000000;     
    parameter ONE_SEC = CLK_FREQ;      
    typedef enum logic [1:0] {
        RED = 2'b00,
        GREEN = 2'b01,
        YELLOW = 2'b10
    } state_t;
    state_t state, next_state;
    reg [23:0] clk_div;
    reg one_sec_tick;
    reg [5:0] sec_cnt;
    always @(posedge clk or negedge rst_n) begin
        if (!rst_n) begin
            clk_div <= 0;
            one_sec_tick <= 0;
        end else if (en) begin
            if (clk_div == ONE_SEC - 1) begin
                clk_div <= 0;
                one_sec_tick <= 1;
            end else begin
                clk_div <= clk_div + 1;
                one_sec_tick <= 0;
            end
        end
    end
    always @(posedge clk or negedge rst_n) begin
        if (!rst_n) begin
            state <= RED;
            sec_cnt <= 18;
        end else if (en && one_sec_tick) begin
            if (sec_cnt == 0) begin
                case (state)
                    RED: begin
                        state <= GREEN;
                        sec_cnt <= 15;
                    end
                    GREEN: begin
                        state <= YELLOW;
                        sec_cnt <= 3;
                    end
                    YELLOW: begin
                        state <= RED;
                        sec_cnt <= 18;
                    end
                    default: begin
                        state <= RED;
                        sec_cnt <= 18;
                    end
                endcase
            end else begin
                sec_cnt <= sec_cnt - 1;
            end
        end
    end
    always @(*) begin
        red_light = (state == RED);
        yellow_light = (state == YELLOW);
        green_light = (state == GREEN);
    end
    function [6:0] seg_decoder(input [3:0] bin);
        case (bin)
            4'd0: seg_decoder = 7'b1000000;
            4'd1: seg_decoder = 7'b1111001;
            4'd2: seg_decoder = 7'b0100100;
            4'd3: seg_decoder = 7'b0110000;
            4'd4: seg_decoder = 7'b0011001;
            4'd5: seg_decoder = 7'b0010010;
            4'd6: seg_decoder = 7'b0000010;
            4'd7: seg_decoder = 7'b1111000;
            4'd8: seg_decoder = 7'b0000000;
            4'd9: seg_decoder = 7'b0010000;
            default: seg_decoder = 7'b1111111;   
        endcase
    endfunction
    always @(*) begin
        reg [3:0] tens, ones;
        tens = sec_cnt / 10;
        ones = sec_cnt % 10;
        display_led[6:0]   = seg_decoder(ones);      
        display_led[14:8]  = seg_decoder(tens);      
        display_led[7]     = 1;  
        display_led[15]    = 1;  
    end
endmodule
==> run notes <==
flow finished, numbers: initial drt markers 54, RSZ-0062 raised after global routing false, max cap viols 0, Clock Path Buffers 2, final max-slew violation count 0, DR vias 1940, CP most frequent cell inv_1, critical path cell sequence inv_1 > ha_1 > nand3b_1 > o22ai_1 > a211oi_1 > nand2_1 > inv_1 > xnor2_1 > ha_1 > inv_1 > a2111oi_0 > o21ai_0 > nand3_2 > nand3_4 > mux2_4 > clkdlybuf4s50_1, Slew HR a little under three fifths, Lkg Pwr about 1.3 nW, DIE WIDTH 122 µm, CP Data Required Time 5.04 ns, Final Hold Viols 0, Async SR Flop Fraction 100%, first-pass GRT wire length between 8000 and 9000 µm, Worst setup startpoint sec_cnt[4], Layout area overhead 15.1%, Layout Skew between 0.0015 and 0.002 ns, post-CTS setup buffers 0, hold_buf cts 0, worst ir drop on vdd around 0.18 mV, layout cells sized above 1 8.84%, post-synthesis sequential area ratio 34.0%, Crit-path slowest cell dfstp_2, Clock transition at path regs 0.06 ns, number of warnings in the stage logs 37, Post-synth EDFFs 0, antenna violations before repair 0, Syn Inst Count around 280, Worst Min Path Start clk_div[16], yosys warns 1, Ports 22, P per Cell Area about 150 nW/µm², Max Freq 174 MHz, CTS Root Cell clkbuf_8, Worst path top cell family by delay AND-OR/OR-AND gates, setup violators final 0, Num CTS Buffers 5, Die H 122 µm, Slew @ Worst Pin around 0.64 ns, Latency at later pin approximately 0.28 ns, core area 10200 µm², FF-to-FF Start clk_div[9], CP arrival 4.48 ns, number of global-route vias before repair 1933, fp_density 24.5%, Resized cells post-CTS 0, status completed, critical path's largest stage delay 0.68 ns, post-DP HPWL ~3700 µm, largest net degree at the start of global routing 35, Row Count 37, Hold WC Path Type reg2reg, Routed WL about 4800 µm, chip area in the Yosys report about 2500 µm², post-route ant nets 0, Period minus WS final 5.74 ns, # fillers 1061, # Cells Yosys around 280, setup_tns 0 ns, 1st-pass router iterations 6, diodes inserted 0, wire per inst 11.2 µm, drt via density roughly 4.5, Cell Type Count 62, Syn Std Cell Area between 2000 and 3000 µm², Crit Path Max Fanout 15, CTS sink cnt 34, CTS tree built, Syn Area/Cell 9.10 µm², CP Launch Type flip-flop, CP bufs+invs 4, Synth flops 34, fin crit share 91.1%, gr usage total under 10%, Final Util 28.2%, die area 14900 µm², main flop type dfrtp_1, GP Congestion 0.899, # DRC 0, CP endpoint kind primary output, Port Buffers 19, GRT overflow 0, H-tree level count 2, Crit Path Class reg2out
-- routing by layer --
metal  vias up  global-route usage, %  wire, µm
li1       1002                      -         -
met1       899                   9.10      2330
met2        32                   11.0      2240
met3         7                   1.31       185
met4         0                   1.27        44
met5         -                      0         0
-- sequential cells by signal (all words and copies together), names as in the netlist --
signal and count:
one_sec_tick 1, state 3, clk_div 24, sec_cnt 6
-- stage by stage --
stage,worst slack [ns],cell area [µm²],total power (W),hold slack (ns),cells
after floorplan,1.56,2510,0.000278,0.449,277
after global placement,0.841,2800,0.000290,0.461,422
after detailed placement,0.729,2800,0.000291,0.475,422
after CTS,0.410,2890,0.000454,0.491,430
after global routing,0.0810,2890,0.000473,0.502,430
final,0.563,2890,0.000446,0.491,430
-- cells in the mapped netlist (4+ instances only) --
library cell / n / area (µm²)
a21oi_1: 10 / 50.1
dfrtp_1: 31 / 776
ha_1: 19 / 238
inv_1: 15 / 56.3
mux2i_1: 12 / 120
nand2_1: 22 / 82.6
nand3_1: 12 / 60.1
nand4_1: 7 / 43.8
nor2_1: 28 / 105
nor4_1: 6 / 37.5
o21ai_0: 15 / 75.1
o31ai_1: 4 / 30.0
xnor2_1: 15 / 131
xor2_1: 9 / 78.8
-- placed cells by master, fill, tap and decap left out, types with 10 or more instances in the layout --
master and n:
o21ai_0 15, nand3_1 12, dfrtp_1 31, inv_1 15
xnor2_1 15, clkdlybuf4s50_1 19, nor2_1 28, a21oi_1 10
mux2i_1 12, nand2_1 22, ha_1 19
-- logic make-up after synthesis --
family	after synthesis	share of synthesized area, %
other cells	1	0.149
compound gates	56	15.3
buf+inv	27	5.88
simple gates	99	20.1
flops	34	34.0
mux	15	6.28
xor+xnor	24	8.37
fa+ha+maj	20	9.87
-- worst register-to-register path: stages (launching register included) --
cell	delay, ns
dfrtp_1	0.44
nand4_1	0.10
or4_1	0.47
nor4_1	0.56
and2_1	0.47
nor2_1	0.10
-- power breakdown --
group          internal [W]  switching [W]
Combinational     0.0000163      0.0000173
Sequential         0.000234      0.0000188
Clock             0.0000880      0.0000717
Total              0.000339       0.000108
-- final cells by class --
type | count | area, µm² | area share, %
Clock buffer | 7 | 86.3 | 2.99
Clock inverter | 1 | 5.00 | 0.173
Inverter | 16 | 60.1 | 2.08
Multi-Input combinational cell | 216 | 1520 | 52.5
Sequential cell | 34 | 855 | 29.6
Tap cell | 136 | 170 | 5.89
Timing Repair Buffer | 20 | 198 | 6.84
-- final timing paths --
path | endpoint | slack (ns) | depth (start not counted)
hold reg to reg | clk_div[16] | 0.49 | 1
hold / removal | clk_div[16] | 0.49 | 1
min in group asynchronous | clk_div[16] | 1.38 | 2
setup / recovery | display_led[4] | 0.56 | 16
max in group asynchronous | state[0] | 4.58 | 2
setup reg to reg | clk_div[5] | 4.05 | 5
Power and IR drop assume default switching activity.
