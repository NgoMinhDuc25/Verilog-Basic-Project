$ cat flow/run.sh
#!/bin/bash
# OpenROAD 26Q1-2900-gdf79404cd8, Yosys 0.63+post, stock flow scripts
make -C /OpenROAD-flow-scripts/flow DESIGN_CONFIG=/design/flow/config.mk WORK_HOME=/design/flow/orfs finish
$ cat flow/config.mk
export PLATFORM = sky130hd
export DESIGN_NAME = traffic_light
export DESIGN_NICKNAME = traffic_light
export VERILOG_FILES = /design/flow/design.v
export SDC_FILE = /design/flow/constraint.sdc
export NUM_CORES = 4
export LEC_CHECK = 1
export CORE_UTILIZATION = 30
$ cat flow/constraint.sdc
current_design traffic_light

set clk_period 3.0
set clk_io_pct 0.2

create_clock -name clk0 -period $clk_period [get_ports {clk}]

set non_clock_inputs [all_inputs -no_clocks]
set_input_delay [expr $clk_period * $clk_io_pct] -clock clk0 $non_clock_inputs
set_output_delay [expr $clk_period * $clk_io_pct] -clock clk0 [all_outputs]
$ cat flow/design.v
module traffic_light(
    input clk, en, rst_n,
    output reg red_light,
    output reg yellow_light,
    output reg green_light
);
    wire one_sec_tick;
    clock_div clk_div1(.clk(clk), .en(en), .rst_n(rst_n), .one_sec_tick(one_sec_tick));
    reg [5:0] sec_cnt;
    reg [1:0] state;
    localparam RED = 2'b00, YELLOW = 2'b01, GREEN = 2'b10, IDLE = 2'b11;
    initial begin
        red_light = 1;
        yellow_light = 0;
        green_light = 0;
        sec_cnt = 0; 
        state = IDLE;
    end
    always @(posedge clk or negedge rst_n) begin
        if(!rst_n) begin
            state <= RED;
            sec_cnt <= 18;
        end else if(!en) begin
            state <= IDLE; 
        end else if(en && one_sec_tick) begin
            if(sec_cnt == 0) begin
                case(state)
                    RED: begin
                        state <= GREEN;
                        sec_cnt <= 15;
                    end
                    GREEN: begin
                        state <= YELLOW;
                        sec_cnt <= 3;
                    end
                    YELLOW: begin
                        state <= RED;
                        sec_cnt <= 18;
                    end
                    IDLE: begin
                        state <= RED; 
                        sec_cnt <= 18; 
                    end
                endcase
            end else begin
                sec_cnt <= sec_cnt - 1;
            end
        end
    end
    always @(*) begin
        red_light = (state === RED);
        yellow_light = (state === YELLOW);
        green_light = (state === GREEN);
    end
endmodule
module clock_div #(parameter ONE_SEC = 10) (
    input clk, en, rst_n,
    output reg one_sec_tick
);
    reg [23:0] counter;
    initial begin
        counter = 0;
        one_sec_tick = 0;
    end
    always @(posedge clk) begin
        if(!rst_n) begin
            counter <= 0;
            one_sec_tick <= 0;
        end else if (en) begin
            if (counter == (ONE_SEC - 1)) begin
                counter <= 0;
                one_sec_tick <= 1; 
            end else begin
                counter <= counter + 1;
                one_sec_tick <= 0; 
            end
        end
    end
endmodule
==> results.json <==
{
  "fill_cells": 538,
  "area_growth_pct": 14.6,
  "setup_tns_ps": 0,
  "cp_num_buf_inv": 1,
  "clock_latency_ps": 280,
  "syn-mean-instance-area_sq_um": 8.50,
  "grt_pass1_wl_um": 5370,
  "synth_cell_types": 38,
  "synth_area_sq_um": 1660,
  "slew_violations": 0,
  "grt-ovfl-total": 0,
  "worstPathArrival_ps": 2510,
  "final_area_sq_um": 1900,
  "top_area_share_pct": 30.2,
  "power_frac_seq_pct": 52.9,
  "cts_inserted_buffers": 5,
  "hold_viol": 0,
  "clock_skew_ps": 5.57,
  "endpoint_kind": "flop",
  "cp_common_cell": "or4_1",
  "ys.flops": 33,
  "cts_max_level": 2,
  "min_path_type": "flop to flop",
  "hpwl_um": 2280,
  "core_area_sq_um": 5200,
  "power.density_nw_per_um2": 454,
  "fmax_ghz": 0.436,
  "crit_path_cell_trace": "clkdlybuf4s50_1, nand4_1, or4_1, or4_1, a21oi_1",
  "grt_antenna_before_repair": 0,
  "finalSetupViolCount": 0,
  "cts_max_path_buffers": 2,
  "finalCritPeriodShare_pct": 76.4,
  "pwr-share-clk_pct": 42.3,
  "swShare_pct": 22.0,
  "insertedDiodeCount": 0,
  "worst-slew-pin-transition_ps": 541,
  "firstDrtPassIters": 4,
  "yosys_cells": 195,
  "die_w_um": 76.3,
  "vias": 1416,
  "port-buffer-count": 5,
  "ys_chip_area_sq_um": 1660,
  "chipArea_sq_um": 5830,
  "area_leaders": "dfxtp_1 (30%), dfrtp_1 (9.1%), xnor2_1 (4.2%)",
  "reg2reg_slack_ps": 910,
  "ios": 6,
  "postCtsResizedCells": 0,
  "maxCapViolations": 0,
  "yosysSeqAreaShare_pct": 42.4,
  "critPathMaxFanout": 9,
  "via_per_inst": 5.13,
  "min_period_ps": 2290,
  "tool_warnings": 27,
  "leakage_nw": 0.633,
  "grt_usage_pct": 11.3,
  "outcome": "complete, no violations",
  "comb_power_share_pct": 4.7,
  "placed_area_sq_um": 1800,
  "layout-drive-gt1-share_pct": 7.77,
  "drc_errors": 0,
  "grt_pass1_vias": 1209,
  "seq_area_sq_um": 703,
  "critPathKind": "input pin to flop",
  "clkSlewWorstSetupHoldPaths_ps": 70,
  "initial_core_util_pct": 31.9,
  "globalplace.congestion": 0.838,
  "postRouteAntennaNets": 0,
  "die_h_um": 76.3,
  "rsz0062_at_grt": "no",
  "max_stage_delay_ps": 570,
  "cts_tree": "done",
  "drt-total-wl_um": 3270,
  "start_kind": "input pin",
  "cts.sinks": 33,
  "cp_slowest_cell": "or4_1",
  "synthCells": 195,
  "wire_per_inst_um": 11.8,
  "critPathTopFamily": "simple AND/OR/NAND/NOR gates",
  "ir_drop_uv": 272,
  "root_buffer": "clkbuf_8",
  "largest_area_cell": "dfxtp_1",
  "logic_area_sq_um": 893,
  "post-cts-setup-buffers": 0,
  "cts_hold_buf": 0,
  "dr.first_iter.drc_count": 21,
  "grt_max_degree": 25,
  "ys_warn_count": 2,
  "slew_headroom_pct": 63.6,
  "required_ps": 3220,
  "netSwitchingPower_mw": 0.190,
  "p_int_mw": 0.672,
  "num_rows": 26
}
==> path summary, 6_finish.rpt <==
check / from / endpoint / depth (start not counted)
setup / recovery: en / clk_div1.counter[22] / 5
hold reg to reg: clk_div1.counter[23] / clk_div1.counter[23] / 2
min in group asynchronous: rst_n / state[0] / 1
setup reg to reg: clk_div1.counter[0] / clk_div1.counter[22] / 5
max in group asynchronous: rst_n / sec_cnt[4] / 1
hold / removal: clk_div1.counter[23] / clk_div1.counter[23] / 2
==> cell type report <==
cell class	count	share of cell area (%)
clock buffer	7	5.07
clock inverter	1	0.264
inverter	11	2.17
multi-input combinational	146	47.0
sequential	33	37.0
tap	70	4.61
timing repair buffer	8	3.82
==> metrics by stage <==
stage | hold WS, ps | setup slack [ps] | utilization, % | instances | power, mW
detailed placement | 471 | 439 | 34.5 | 268 | 0.506
floorplan | 304 | 1000 | - | 195 | 0.491
finish | 479 | 708 | 36.5 | 276 | 0.861
global placement | 475 | 479 | 34.5 | 268 | 0.506
CTS | 481 | 714 | 36.5 | 276 | 0.876
global route | 516 | 656 | 36.5 | 276 | 0.900
==> sequential cells by signal, indices dropped and copies added (netlist names) <==
| signal | count |
|---|---|
| sec_cnt | 6 |
| clk_div1.one_sec_tick | 1 |
| clk_div1.counter | 24 |
| state | 2 |
==> routing by layer <==
layer / track usage (%) / part of all wire (%) / vias to the layer above
met3: 2.19 / 3.4 / 7
met2: 17.7 / 43 / 23
met4: 2.12 / 1.8 / 0
met5: 0 / 0 / -
li1: - / - / 732
met1: 16.6 / 51 / 654
==> kinds of logic after synthesis <==
kind of cell	count (synthesis)	share of synthesized area, %
adders and majority gates	4	3.02
and+or+nand+nor	95	31.7
muxes	3	1.89
DFF	33	42.4
xor gates and xnor gates	11	5.81
buffers and inverters	16	3.70
AOI/OAI and AO/OA	33	11.5
==> synth_stat cells <==
cell        n
mux2i_1     2
nand4_4     1
nor4b_1     1
nor3_1      5
dfstp_2     2
and4_1      2
or4_1       4
or4b_1      1
and4bb_2    1
mux2_2      1
clkbuf_1    4
o31ai_1     2
nand3b_1    2
xnor2_1     8
a211o_1     1
nor2_1     18
and2_1      2
nand3_1    13
nand4_1     7
nor4_1     10
inv_1      11
nand2_1    17
or3_1       7
o41ai_1     1
ha_1        4
a21oi_1    13
dfxtp_1    25
a2bb2oi_1   1
xor2_1      3
o21ai_1     1
dfrtp_1     6
a211oi_1    1
nor2b_1     3
o21ai_0    10
nor3b_1     1
buf_2       1
o22ai_1     2
o22a_1      1
==> power by group through the flow <==
stage | clock (mW) | sequential, mW | combinational, mW
final | 0.365 | 0.456 | 0.0408
after global routing | 0.396 | 0.456 | 0.0470
after CTS | 0.379 | 0.455 | 0.0417
==> placed cells by master, fill, tap and decap left out, types with 2 or more instances in the layout <==
cell / instances
and4_1: 2
nor3_1: 5
inv_1: 11
or4_1: 4
or3_1: 7
nor2_1: 18
buf_4: 3
xnor2_1: 8
nand4_1: 7
o31ai_1: 2
dfxtp_1: 25
o21ai_0: 10
ha_1: 4
o22ai_1: 2
clkbuf_8: 7
a21oi_1: 13
dfrtp_1: 6
dfstp_2: 2
nor2b_1: 3
nand2_1: 17
nand3_1: 13
clkdlybuf4s50_1: 5
and2_1: 2
nor4_1: 10
nand3b_1: 2
xor2_1: 3
mux2i_1: 2
==> worst min-delay path, delay by kind of cell (launching register included) <==
kind | cells | cell delay [ps]
flops | 1 | 320
compound gates | 2 | 110
Power figures rest on the tool's default switching activity, not on a simulated workload.
